### design/flow/config.mk
export PLATFORM = sky130hd
export DESIGN_NAME = memory_system
export DESIGN_NICKNAME = memory_system
export VERILOG_FILES = /design/flow/design.v
export SDC_FILE = /design/flow/constraint.sdc
export NUM_CORES = 4
export LEC_CHECK = 1
export CORE_AREA = 10 10 86 86
export DIE_AREA = 0 0 96 96
### design/flow/constraint.sdc
current_design memory_system

set clk_period 1.5
set clk_io_pct 0.2

create_clock -name clk0 -period $clk_period

set non_clock_inputs [all_inputs -no_clocks]
set_input_delay [expr $clk_period * $clk_io_pct] -clock clk0 $non_clock_inputs
set_output_delay [expr $clk_period * $clk_io_pct] -clock clk0 [all_outputs]
### design/flow/run.sh
#!/bin/bash
# OpenROAD 26Q1-2900-gdf79404cd8, Yosys 0.63+post, stock flow scripts
make -C /OpenROAD-flow-scripts/flow DESIGN_CONFIG=/design/flow/config.mk WORK_HOME=/design/flow/orfs finish
### design/flow/design.v
`timescale 1ns / 1ps
module byte_memory(
        input [7:0] data,
        input store,
        output reg [7:0] memory
    );
    always @ (data, store) begin
        if (store)
            memory <= data;
        end
endmodule
`timescale 1ns / 1ps
    module demux(
            input [7:0]data,
            input[1:0]sel,
            output reg[7:0]A,
            output reg[7:0]B, 
            output reg[7:0]C,
            output reg[7:0]D
        );
        always @(*)begin
            case(sel)
            2'b00: {D, C, B, A}<={8'b0, 8'b0, 8'b0, data};
            2'b01: {D, C, B, A}<={8'b0, 8'b0, data, 8'b0};
            2'b10: {D, C, B, A}<={8'b0, data, 8'b0, 8'b0};
            2'b11: {D, C, B, A}<={data, 8'b0, 8'b0, 8'b0};
        endcase
    end 
endmodule
`timescale 1ns / 1ps
module memory_system(
        input [7:0] data,
        input store,
        input [1:0] addr,
        output [7:0] memory
    );
    wire [7:0] input_data[3:0];
    wire [7:0] memory_data[3:0];
    wire enableKinda [3:0];
    genvar i; 
    generate 
        for (i = 0; i < 4; i = i + 1) begin 
            byte_memory inst( 
                .data(input_data[i]),
                .store(enableKinda[i]),
                .memory(memory_data[i])
            );
        end
    endgenerate
    demux data_demux(
            .data(data),
            .sel(addr),
            .A(input_data[0]),
            .B(input_data[1]), 
            .C(input_data[2]),
            .D(input_data[3])
        );
    demux selector_demux(
        .data(store),
        .sel(addr),
        .A(enableKinda[0]),
        .B(enableKinda[1]),
        .C(enableKinda[2]),
        .D(enableKinda[3])
    );
    mux final_mux (
        .sel(addr),
        .A(memory_data[0]),
        .B(memory_data[1]),
        .C(memory_data[2]),
        .D(memory_data[3]),
        .enable(1),
        .Y(memory)
    );
endmodule
`timescale 1ns / 1ps
module mux(
        input [1:0] sel,
        input [7:0] A, B, C, D,
        input enable,
        output [7:0]Y
    );
        assign Y = enable ? (sel==0 ? A : (sel==1 ? B : (sel==2 ? C : (sel==3 ? D : 0)))) : 0;
endmodule
==> impl_metrics.env <==
# flow metrics
export IMPL_rsz0062_at_grt="true"
export IMPL_grt_overflow=0
export IMPL_synth_seq_cells=32
export IMPL_rows=27
export IMPL_drt_initial_drc_count=32
export IMPL_final_cells=184
export IMPL_diodes=0
export IMPL_dp_cells=176
export IMPL_critPathArrivalTime_ns=1.20
export IMPL_ys_warn_count=4
export IMPL_powerDensity_mw_per_mm2=169.7
export IMPL_maxCapViolCount=0
export IMPL_die_x_um=96
export IMPL_power_w=0.0002436
export IMPL_ys_cells=86
export IMPL_cp_startpoint="addr[0]"
export IMPL_antenna_found_initial=0
export IMPL_synth_cells=86
export IMPL_power_leakage_nw=0.7059
export IMPL_layout_setup_ws_ns=-0.001270
export IMPL_top_register="genblk1.inst.memory"
export IMPL_status="complete, but fails checks"
export IMPL_untimed_endpoints=32
export IMPL_timing_critical_path_to="memory[4]"
export IMPL_worstPathMaxFanout=3
export IMPL_core_sq_mm=0.005540
export IMPL_top_regs="genblk1.inst.memory (32)"
export IMPL_cts_hold_buf=0
export IMPL_hold_viol_final=0
export IMPL_routed_wl_um=2456
export IMPL_post_synth_cell_area_avg_sq_um=11.96
export IMPL_ant_nets=0
export IMPL_warning_count=34
export IMPL_top_layer="met3"
export IMPL_setup_viol=1
export IMPL_slew_headroom=0.7816
export IMPL_post_route_period_util=1.001
export IMPL_whs_ns=1.090
export IMPL_dr_wl_met3_um=118
export IMPL_routed_via_density=4.038
export IMPL_netlist_cell_type_count=10
export IMPL_criticalPathCategory="input port to primary output"
export IMPL_post_drt_wl_per_cell_um=13.35
export IMPL_netlist_area_sq_mm=0.001028
export IMPL_period_needed_ns=1.501
export IMPL_grt_use_total=0.05408
export IMPL_grt_first_pass_wirelength_um=3988
export IMPL_drive_above_1_share=0.3125
export IMPL_chipHeight_um=96
export IMPL_timing_fmax_mhz=666.1
export IMPL_finalSetupTns_ns=-0.001270
export IMPL_cp_start_kind="input port"
export IMPL_wl_met1_um=1138
export IMPL_ys_area_sq_mm=0.001028
export IMPL_initial_core_util=0.1856
export IMPL_routabilityCongestion=0.7190
export IMPL_dieArea_sq_mm=0.009216
export IMPL_unclocked_regs=32
export IMPL_io_buffers=19
export IMPL_largest_reg_flops=32
export IMPL_required_ns=1.20
export IMPL_violations="setup timing"
export IMPL_drt_pass1_iterations=4
export IMPL_dp_hpwl_um=1507
export IMPL_syn2layout_area_growth_pct=39.54
export IMPL_end_kind="primary output"
export IMPL_vdd_drop_max_uv=52.32
export IMPL_wl_met2_um=1198
export IMPL_tightest_slew_ns=0.3277
export IMPL_ios=19
export IMPL_pre_cts_slack_ns=-0.8093
export IMPL_grt_max_degree=16
export IMPL_post_route_drc_count=0
export IMPL_final_max_slew_viol_count=0
export IMPL_grt_pass1_vias=779
export IMPL_worstHoldPathType="input port to primary output"
export IMPL_vias=743
critical path: stages:
cell	delay (ns)
buf_12	0.09
buf_12	0.10
buf_12	0.10
mux4_2	0.48
buf_2	0.13
synth_stat cells:
master | instances | area (sq um)
dlxtp_1 | 32 | 480.5
and3b_1 | 18 | 157.7
and3_1 | 9 | 56.30
nor3b_1 | 9 | 67.56
mux4_1 | 7 | 183.9
clkbuf_1 | 5 | 18.77
buf_2 | 3 | 15.01
buf_6 | 1 | 11.26
buf_8 | 1 | 15.01
mux4_2 | 1 | 22.52
final cells by class:
cell class                      instances  area [sq um]
Timing Repair Buffer                   36         402.9
Tap cell                               72         90.09
Fill cell                             596          4105
Multi-Input combinational cell         44         461.7
Sequential cell                        32         480.5
through the flow:
step | util | area [sq um]
finish | 0.2590 | 1435
global route | 0.2590 | 1435
CTS | 0.2597 | 1439
detailed placement | 0.2421 | 1341
global placement | 0.2421 | 1341
floorplan | - | 1028
timing repair:
action                                  4_1_cts  5_1_grt
resized                                      43        1
hold endpoints to repair                      0        0
buffers inserted                              5        0
cloned                                        3        0
endpoints found under the setup margin        8        7
per-layer routing:
metal / track usage / up-vias
li1: - / 363
met1: 0.07178 / 365
met2: 0.09697 / 15
met3: 0.007862 / 0
met4: 0 / 0
met5: 0 / -
report_power, final:
part           leakage (nW)  switching (W)  internal, W   total, W
combinational         0.469      0.0000755     0.000134   0.000209
sequential            0.237     0.00000108    0.0000333  0.0000344
clock                     0              0            0          0
total                 0.706      0.0000766     0.000167   0.000244
worst min path at each step:
stage / startpoint / to / slack (ns) / cells after the start
5_1_grt: addr[1] / memory[7] / 1.13 / 4
4_1_cts: addr[0] / memory[0] / 1.09 / 4
6_report: addr[0] / memory[0] / 1.09 / 4
cell families after synthesis:
logic type	Yosys count	synth area share
buf+inv	10	0.05839
simple gates	36	0.2737
latches	32	0.4672
mux	8	0.2007
cells in the final DEF, fill, tap and decap left out:
master           synthesis  layout
dlxtp_1                 32      32
and3b_1                 18      18
buf_4                    0      10
and3_1                   9       9
nor3b_1                  9       9
clkdlybuf4s50_1          0       9
buf_2                    3       9
mux4_2                   1       8
buf_12                   0       5
bufbuf_16                0       2
buf_16                   0       1
Power is estimated from default activity; no workload was simulated.

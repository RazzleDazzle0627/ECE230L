[flow/config.mk]
export PLATFORM = sky130hd
export DESIGN_NAME = demultiplexer
export DESIGN_NICKNAME = demultiplexer
export VERILOG_FILES = /design/flow/design.v
export SDC_FILE = /design/flow/constraint.sdc
export NUM_CORES = 4
export LEC_CHECK = 1
export CORE_AREA = 10 10 70 70
export DIE_AREA = 0 0 80 80
[flow/constraint.sdc]
current_design demultiplexer

set clk_period 1.0
set clk_io_pct 0.2

create_clock -name clk0 -period $clk_period

set non_clock_inputs [all_inputs -no_clocks]
set_input_delay [expr $clk_period * $clk_io_pct] -clock clk0 $non_clock_inputs
set_output_delay [expr $clk_period * $clk_io_pct] -clock clk0 [all_outputs]
[flow/design.v]
`timescale 1ns / 1ps
module demultiplexer(
        input [3 : 0] In,
        input [1 : 0] Sel,
        input enable,
        output [3 : 0] local_lib, fire_dep, school, ribs
    );
        assign local_lib = enable ? (Sel == 2'b00 ? In : 0) : 0;
        assign fire_dep = enable ? (Sel == 2'b01 ? In : 0) : 0;
        assign school = enable ? (Sel == 2'b10 ? In : 0): 0;
        assign ribs = enable ? (Sel == 2'b11 ? In : 0) : 0;
endmodule
[flow/run.sh]
#!/bin/bash
# OpenROAD 26Q1-2900-gdf79404cd8, Yosys 0.63+post, stock flow scripts
make -C /OpenROAD-flow-scripts/flow DESIGN_CONFIG=/design/flow/config.mk WORK_HOME=/design/flow/orfs finish
==> results.py <==
# Synthesis and PnR figures
metrics = {
    "run": {
        "tool_warnings": 34,
        "max-cap-violations": 0,
    },
    "grt": {
        "grt_pass1_vias": 361,
        "grt_first_pass_wirelength_um": 2010,
        "grt.overflow.total": 0,
        "antenna_found_initial": 0,
        "track_usage_pct": 3.90,
        "grt_max_degree": 9,
    },
    "detailed_routing": {
        "wl_um": 1250,
        "diodes": 0,
        "first_pass_iters": 2,
        "post-route-drc-count": 0,
        "detail_route.wl_per_cell_um": 12.8,
        "num_vias": 331,
        "postRouteAntennaNets": 0,
        "initialDrtViolationCount": 5,
        "viasPerCell": 3.38,
    },
    "setup_path": {
        "critPathTopFamily": "buffers and inverters",
        "cpMostUsedCell": "buf_6",
        "critPathBufInv": 4,
        "end_kind": "output port",
        "crit_type": "in2out",
        "critPathMaxFanout": 7,
        "path_cells": "buf_8 > buf_6 > buf_6 > and4bb_2 > buf_2",
        "max_stage_delay_ns": 0.28,
        "critPathLaunchType": "input port",
        "arrival_ns": 0.90,
        "required_ns": 0.80,
        "crit_slowest_cell": "and4bb_2",
    },
    "run_status": {
        "violations": "negative setup slack",
        "outcome": "complete, but fails checks",
    },
    "placement": {
        "hpwlAfterDp_um": 750,
        "portBuffers": 23,
        "dp_cells": 88,
        "place.gp.congestion": 0.744,
        "dpl-instance-area_um2": 497,
    },
    "synthesis": {
        "synthTopCellsByArea": "and4bb_2, and4b_2, and4b_1, and4_2, buf_6",
        "top_area_cell": "and4bb_2",
        "synthAdderAreaFrac_pct": 0,
        "top_area_share_pct": 24.5,
        "ys_top_logic_family": "simple AND/OR/NAND/NOR gates",
        "mux_share_pct": 0,
        "yosys-stat-area_um2": 204,
        "ys.warnings.count": 0,
        "ys_top_cells_by_count": "and4b_1, and4b_2, and4bb_2",
        "synthCells": 19,
        "xor_share_pct": 0,
        "avgSynthCellArea_um2": 10.7,
        "ys_sh_aoi_pct": 0,
        "netlist_area_um2": 204,
        "netlist-cell-type-count": 7,
        "ys_cells": 19,
        "simple_gate_area_share_pct": 85.3,
        "synth_seq_share_pct": 0,
    },
    "final_layout": {
        "nClkBuffers": 0,
        "area_growth_pct": 185,
        "drive_above_1_share_pct": 86.5,
        "stdcell_area_um2": 581,
        "ff_count": 0,
        "seq_area_um2": 0,
        "fillers": 392,
        "final_cells": 98,
        "final_util_pct": 17.0,
    },
    "floorplanning": {
        "dieArea_um2": 6400,
        "die_y_um": 80,
        "core-area_um2": 3420,
        "ios": 23,
        "row_count": 21,
        "fp-utilization_pct": 5.97,
        "fp.dieW_um": 80,
    },
    "power_and_ir_drop": {
        "pwr-share-clk_pct": 0,
        "pwr-share-seq_pct": 0,
        "p_int_mw": 0.118,
        "finalPower_mw": 0.174,
        "p_leak_nw": 0.292,
        "p_sw_mw": 0.0560,
        "power_density_nw_per_um2": 299,
        "peakVddDrop_v": 0.000114,
        "sw_frac_of_total_pct": 32.3,
        "power_frac_comb_pct": 100.0,
    },
    "timing": {
        "finalCriticalPeriod_ns": 1.10,
        "grt_setup_unrepaired": "true",
        "fmax_mhz": 905,
        "slew_headroom_pct": 93.0,
        "finalCritPeriodShare_pct": 110,
        "finalHoldViolCount": 0,
        "tns_ns": -0.751,
        "worst_pin_slew_ns": 0.105,
        "setup_viol": 10,
        "final.setup.worst_slack_ns": -0.105,
        "drv_slew": 0,
    },
    "cts": {
        "cts_hold_buf": 0,
    },
    "worst_hold_path": {
        "hold_path.class": "in2out",
    },
}
==> power groups by stage <==
stage | registers [mW] | logic, mW | clock network (mW)
finish | 0 | 0.174 | 0
CTS | 0 | 0.168 | 0
global route | 0 | 0.188 | 0
==> cell type report <==
class              count  area [um^2]  area share [%]
multi-input cells     16          178            30.6
well taps             46         57.6            9.91
repair buffers        36          345            59.5
==> what timing repair did <==
action                                  in CTS  in global routing
pin swaps                                    8                  4
gates resized                               97                  3
buffers inserted                             6                  1
endpoints found under the setup margin      16                 15
cloned                                       3                  0
==> cells in the final DEF (no fill, tap or decap), drive strengths merged <==
master         synthesis  routed
and4                   4       4
and4b                  8       8
and4bb                 4       4
buf                    3      32
clkbuf                 0       1
clkdlybuf4s15          0       3
==> final timing paths <==
check,to,startpoint,cells after the start
hold / removal,school[2],In[2],3
setup / recovery,local_lib[1],Sel[1],5
==> through the flow <==
stage | hold WS (ns) | setup WS (ns)
global route | 0.812 | -0.141
global placement | 1.41 | -0.766
finish | 0.788 | -0.105
floorplan | 0.504 | 0.270
detailed placement | 1.42 | -0.771
CTS | 0.777 | -0.112
==> layer usage <==
metal | global-route usage, % | part of all wire (%) | vias up
met5 | 0 | 0 | -
li1 | - | - | 158
met3 | 2.61 | 20 | 0
met1 | 5.74 | 51 | 152
met2 | 4.74 | 29 | 21
met4 | 0 | 0 | 0
==> kinds of logic after synthesis <==
| kind of cell | count (synthesis) |
|---|---|
| buffers and inverters | 3 |
| and+or+nand+nor | 16 |
Power is estimated from default activity; no workload was simulated.

==> flow/design.v <==
`timescale 1ns / 1ps
module multiplexer(
    input [1:0] Sel,
    input [3:0]CEO, You, Fred, Jill, 
    input enable,
    output [3:0]Y
);
    assign Y = enable ? (Sel==0 ? CEO : (Sel == 1 ? You : (Sel == 2 ? Fred : (Sel ==3 ? Jill : 0)))) : 0;
endmodule
==> flow/run.sh <==
#!/bin/bash
# OpenROAD 26Q1-2900-gdf79404cd8, Yosys 0.63+post, stock flow scripts
make -C /OpenROAD-flow-scripts/flow DESIGN_CONFIG=/design/flow/config.mk WORK_HOME=/design/flow/orfs finish
==> flow/config.mk <==
export PLATFORM = sky130hd
export DESIGN_NAME = multiplexer
export DESIGN_NICKNAME = multiplexer
export VERILOG_FILES = /design/flow/design.v
export SDC_FILE = /design/flow/constraint.sdc
export NUM_CORES = 4
export LEC_CHECK = 1
export CORE_AREA = 10 10 70 70
export DIE_AREA = 0 0 80 80
==> flow/constraint.sdc <==
current_design multiplexer

set clk_period 1.1
set clk_io_pct 0.2

create_clock -name clk0 -period $clk_period

set non_clock_inputs [all_inputs -no_clocks]
set_input_delay [expr $clk_period * $clk_io_pct] -clock clk0 $non_clock_inputs
set_output_delay [expr $clk_period * $clk_io_pct] -clock clk0 [all_outputs]
==> flow_metrics.env <==
# flow metrics
export IMPL_start_kind="input port"
export IMPL_max_freq_ghz=0.9245
export IMPL_outcome="finished clean"
export IMPL_die_width_microns=80
export IMPL_ys_area_sq_um=126.4
export IMPL_power_internal_mw=0.08480
export IMPL_wl_met3_microns=93
export IMPL_power_leakage_nw=0.2034
export IMPL_p_per_area_nw_per_um2=299.4
export IMPL_synth_stat_cells=15
export IMPL_p_clk_frac=0
export IMPL_port_buffers=23
export IMPL_yosys_warnings=0
export IMPL_seq_power_share=0
export IMPL_final_cells=87
export IMPL_path_class="input port to output port"
export IMPL_worstPathRequired_ns=0.88
export IMPL_dp_hpwl_microns=861.8
export IMPL_io_pins=23
export IMPL_grt_pass1_wl_microns=1469
export IMPL_top_area_cell="mux2i_1"
export IMPL_warnings=34
export IMPL_ys_seq_frac=0
export IMPL_core_sq_um=3416
export IMPL_wl_met2_microns=481
export IMPL_crit_path_end_kind="output port"
export IMPL_die_area_sq_um=6400
export IMPL_vias=220
export IMPL_ff_count=0
export IMPL_grt_pass1_vias=254
export IMPL_regArea_sq_um=0
export IMPL_crit_arrival_ns=0.86
export IMPL_finalSetupViolCount=0
export IMPL_initial_core_util=0.03700
export IMPL_tightest_slew_ns=0.1835
export IMPL_drc=0
export IMPL_syn_area_sq_um=126.4
export IMPL_drt_iter0_drc=0
export IMPL_drive_gt1_frac=0.4250
export IMPL_netlist_instances=15
export IMPL_highest_layer="met3"
export IMPL_nClkBuffers=0
export IMPL_synth_dominant_cell_count="mux2i_1"
export IMPL_syn_area_per_cell_sq_um=8.425
export IMPL_slew_headroom=0.8741
export IMPL_globalplace_congestion=0.7708
export IMPL_hold_violations=0
export IMPL_ctsHoldBuffers=0
export IMPL_swShare=0.3440
export IMPL_viasPerCell=2.529
export IMPL_area_leaders="mux2i_1 (63%), o22ai_1 (20%), buf_6 (8.9%)"
export IMPL_share_comb_of_total_power=1.000
export IMPL_drtPass1Iterations=1
export IMPL_areaGrowthSynthToFinish_pct=241.6
export IMPL_max_vdd_ir_drop_mv=0.07654
export IMPL_p_switching_mw=0.04446
export IMPL_rsz0062_at_grt="true"
export IMPL_routedWlPerCell_microns=11.05
export IMPL_worstPathMaxFanout=4
export IMPL_timing_setup_tns_ns=0
export IMPL_track_usage=0.02955
export IMPL_finalCritPeriodShare=0.9833
export IMPL_fin_crit_ns=1.082
export IMPL_final_antenna_net_count=0
export IMPL_synth_top_cell_area_share=0.6337
export IMPL_fp_row_count=21
export IMPL_hold_slack_ns=0.8421
export IMPL_drv_cap=0
export IMPL_hold_class="input port to output port"
export IMPL_antenna_found_initial=1
export IMPL_dp_cells=84
export IMPL_synth_distinct_cells=5
export IMPL_routed_wl_microns=961
export IMPL_grt_max_degree=6
export IMPL_common_cells="mux2i_1 (8), o22ai_1 (4), buf_6 (1), nand2_1 (1), nand2b_1 (1)"
export IMPL_grt_remaining_overflow=0
export IMPL_power_mw=0.1293
export IMPL_fp_dieH_microns=80
export IMPL_finalCoreUtilization=0.1264
export IMPL_slew_viol_final=0
export IMPL_met1Wirelength_microns=386
[power groups by stage]
| stage | clock [mW] | combinational, mW | sequential, mW |
|---|---|---|---|
| after CTS | 0 | 0.123 | 0 |
| after global routing | 0.000000121 | 0.140 | 0 |
| final | 0.000000121 | 0.129 | 0 |
[per-layer routing]
layer / vias to the layer above / global-route usage
met2: 10 / 0.05136
met5: - / 0
met4: 0 / 0
met3: 0 / 0.01364
li1: 113 / -
met1: 97 / 0.03428
[cells by family (layout without fill, tap and decap cells)]
family          after synthesis  count (layout)  synth area share
simple gates                  2               2           0.07921
compound gates                4               4            0.1980
buf+inv                       1              26           0.08910
mux                           8               8            0.6337
other cells                   0               1                 0
[cell usage in the layout, fill, tap and decap left out]
| cell type | instances |
|---|---|
| dlygate4sd2_1 | 16 |
| buf_12 | 1 |
| nand2b_4 | 1 |
| buf_4 | 2 |
| buf_2 | 4 |
| diode_2 | 1 |
| buf_8 | 1 |
| clkbuf_2 | 2 |
| nand2_2 | 1 |
| mux2i_1 | 6 |
| mux2i_2 | 2 |
| o22ai_1 | 1 |
| o22ai_2 | 3 |
[repair_timing]
action / in CTS / in global routing
buffers inserted: 2 / 1
resized: 42 / 9
pin swaps: 4 / 3
setup endpoints to repair: 4 / 4
[critical path, cell delays in order]
cell,delay (ns)
buf_12,0.11
buf_8,0.12
mux2i_2,0.14
o22ai_2,0.15
buf_2,0.12
[final timing paths]
kind | from | end | slack [ns] | depth (start not counted)
setup / recovery | Sel[1] | Y[0] | 0.02 | 5
hold / removal | Sel[1] | Y[3] | 0.84 | 4
[cell type report]
cell class	instances	area, sq um
Fill cell	406	2984
Timing Repair Buffer	26	220.2
Multi-Input combinational cell	14	151.4
Tap cell	46	57.56
Antenna cell	1	2.502
[through the flow]
| step | setup slack, ns | cell area [sq um] |
|---|---|---|
| after global routing | -0.02583 | 431.7 |
| after global placement | -0.7125 | 422.9 |
| after CTS | -0.04972 | 421.7 |
| after floorplan | 0.2930 | 126.4 |
| final | 0.01837 | 431.7 |
| after detailed placement | -0.7308 | 422.9 |
